$ cat /design/flow/run.sh
#!/bin/bash
# OpenROAD 26Q1-2900-gdf79404cd8, Yosys 0.63+post, stock flow scripts
make -C /OpenROAD-flow-scripts/flow DESIGN_CONFIG=/design/flow/config.mk WORK_HOME=/design/flow/orfs finish
$ cat /design/flow/config.mk
export PLATFORM = sky130hd
export DESIGN_NAME = validRam
export DESIGN_NICKNAME = validRam
export VERILOG_FILES = /design/flow/design.v
export SDC_FILE = /design/flow/constraint.sdc
export NUM_CORES = 4
export LEC_CHECK = 1
export CORE_AREA = 10 10 114 114
export DIE_AREA = 0 0 124 124
$ cat /design/flow/constraint.sdc
current_design validRam

set clk_period 3.7
set clk_io_pct 0.2

create_clock -name clk0 -period $clk_period

set non_clock_inputs [all_inputs -no_clocks]
set_input_delay [expr $clk_period * $clk_io_pct] -clock clk0 $non_clock_inputs
set_output_delay [expr $clk_period * $clk_io_pct] -clock clk0 [all_outputs]
$ cat /design/flow/design.v
`timescale 1ns / 1ps
module validRam
#(
    parameter INDEX_LENGTH = 7,
    parameter CACHE_LINES = 32
)
(   
    input [INDEX_LENGTH-1:0] index_i,
    input we_i,
    input valid_i,
    input deload_i,
    output reg valid_o
);
    reg validRam [CACHE_LINES-1:0];
    always@(*)
    begin
        if(we_i)
            validRam[index_i] = valid_i;
        valid_o = validRam[index_i]; 
        if(deload_i)
            validRam[index_i] = 1'bx;
    end
endmodule
==> flow_metrics.py <==
# Flow results
metrics = {
    "route": {
        "remaining_drc_errors": 0,
        "wl_um": 5550,
        "detail_route.iter0.violations": 106,
        "drt-wirelength-per-cell_um": 13.3,
        "top_layer_used": "met3",
        "met2_wirelength_um": 2650,
        "number_of_detailed_route_iterations_in_the_first_pass": 4,
        "wl_met3_um": 264,
        "routed_via_density": 4.56,
        "diode_insertion_count_for_antenna_repair": 0,
        "drtAntennaViolNets": 0,
        "routed-via-count": 1896,
        "wl_met1_um": 2630,
    },
    "yosys": {
        "edf_count": 0,
        "top_cell": "nand2_1",
        "synthFlopType": "dlxtn_1",
        "netlist_top_cells_area": "dlxtn_1 24%, mux2_2 14%, nand2_1 7.4%",
        "syn_area_mm2": 0.00198,
        "ys_cells": 253,
        "synth.lib_cells_used.distinct": 55,
        "synthesis.yosys.warnings": 66,
        "yosys-top-cells-count": "39 x nand2_1, 38 x nor2_1, 32 x dlxtn_1, 25 x mux2_2, 11 x o21ai_0",
        "synthDominantCellAreaShare": 0.243,
        "ys_seq_elements": 32,
        "largest_area_cell": "dlxtn_1",
        "synth-area-yosys_mm2": 0.00198,
        "post_syn_area_per_cell_um2": 7.81,
        "async_flop_share": 0,
        "synthesis.instances": 253,
    },
    "placed_design": {
        "detailedPlace.worstSlack_ns": -0.0544,
        "io_buffers": 9,
        "gpl.final_weighted_congestion": 0.923,
        "dpl.hpwl_um": 4070,
    },
    "sta": {
        "final.period_utilization": 0.885,
        "endpoints_left_unconstrained": 32,
        "maxSlewViolCount": 0,
        "fin_ws_ns": 0.424,
        "count_of_unclocked_register_or_latch_pins": 32,
        "final_hold_viol_count": 0,
        "maxSlewHeadroom": 0.399,
        "setup-violations-final": 0,
        "setup_tns_ns": 0,
        "worstMarginPinSlew_ns": 0.894,
        "rsz_0062_raised_after_global_routing": "false",
        "fmax_mhz": 305,
        "min_period_ns": 3.28,
    },
    "grt": {
        "grt_antenna_before_repair": 0,
        "grt_start_max_net_pins": 25,
        "globalRouteTotalUtil": 0.0718,
        "grt.overflow.total": 0,
        "grt_pass1_vias": 1785,
        "grt_first_pass_wirelength_um": 9110,
    },
    "floorplan": {
        "ioPinCount": 11,
        "chip_area_mm2": 0.0154,
        "die-width_um": 124,
        "floorplan.core_area_mm2": 0.0104,
        "fp-utilization": 0.190,
        "die_y_um": 124,
        "std_cell_rows": 37,
    },
    "pwr": {
        "p_per_area_mw_per_mm2": 102,
        "power_leakage_uw": 0.000929,
        "vdd_ir_drop_max_mv": 0.0415,
    },
    "flow_run": {
        "warning_count": 34,
        "drv_cap": 0,
    },
    "worst_setup_path": {
        "worstPathRequired_ns": 2.96,
        "worstSetupEndpointType": "primary output",
        "setup.worst_path.class": "in2out",
        "worst_setup_path_start_kind": "input port",
        "cp_data_arrival_time_ns": 2.54,
        "critPathMaxFanout": 24,
    },
    "finish": {
        "largest_register_ffs": 32,
        "logic_area_mm2": 0.00139,
        "post_route_cells_drive_above_1_share": 0.307,
        "final_core_utilization": 0.235,
        "num-fill-cells": 1129,
        "layout.area.seq_um2": 480,
        "area_growth_pct": 24.1,
    },
    "hold_path": {
        "hold-path-endpoint": "valid_o",
        "type_of_the_tightest_min_delay_check": "in2out",
        "holdCritStartpoint": "we_i",
        "hold_path_depth": 3,
    },
    "status": {
        "run_status": "finished, final reports clean",
    },
}
[how the worst max path moves through the flow]
stage / slack, ns / depth (start not counted) / to / startpoint
final: 0.42 / 8 / valid_o / index_i[0]
after global routing: 0.33 / 8 / valid_o / index_i[2]
after CTS: 0.04 / 9 / valid_o / index_i[1]
[logic make-up (layout without fill, tap and decap cells)]
group / count (synthesis) / count (layout) / synth area share
buffers and inverters: 21 / 48 / 0.0741
latches: 32 / 32 / 0.243
and+or+nand+nor: 127 / 127 / 0.341
AOI/OAI and AO/OA: 37 / 37 / 0.136
muxes: 36 / 36 / 0.206
[timing repair]
item / CTS / global route
pin swaps: 1 / 5
hold buffers: 0 / 0
endpoints found under the setup margin: 1 / 1
buffers inserted: 3 / 2
gates resized: 6 / 7
endpoints found under the hold margin: 0 / 0
[placed cells by master (no fill, tap or decap), drive strengths merged, types with 2 or more instances in the layout]
cell            n
mux2           35
nand2b          4
nor3            7
inv             4
nand3          10
or3b            3
nor3b           5
o211ai          3
a2111oi         2
and4            2
a211o           3
buf            35
a211oi          3
nand2          39
and4b           2
nand4           2
clkdlybuf4s50   6
o21ai          11
dlxtn          32
a21oi           4
dlygate4sd2     2
a31oi           3
nor2b           4
and3            2
nor2           39
or3             2
nand3b          3
[where the power goes]
group / internal [uW] / switching [uW] / total (uW)
sequential: 46.7 / 15.5 / 62.2
combinational: 91.8 / 95.6 / 187
clock: 0 / 0 / 0
[worst max-delay path, cell delays in order]
cell and delay (ns):
clkdlybuf4s50_1 0.53, buf_12 0.19, mux2_2 0.34, nand2_1 0.07, o2111ai_1 0.15, a211oi_2 0.28, o22ai_2 0.10, dlymetal6s2s_1 0.14
[metal layers]
metal	track usage	vias up
li1	-	960
met3	0.00275	0
met5	0	-
met2	0.119	46
met1	0.108	890
met4	0.00216	0
[stage by stage]
stage,hold WS (ns),power (uW),std cells,area [um2]
after floorplan,1.71,173,253,1980
after global placement,2.59,238,411,2370
after detailed placement,2.59,240,411,2370
after CTS,2.59,245,414,2410
after global routing,2.35,270,416,2450
final,2.29,250,416,2450
[final cells by class]
type | instances | share of cell area
inverters | 4 | 0.00613
well taps | 136 | 0.0694
flip-flops and latches | 32 | 0.196
repair buffers | 44 | 0.161
multi-input cells | 200 | 0.568
Power is estimated from default activity; no workload was simulated.
