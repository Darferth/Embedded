File: ./design.v
`timescale 1ns / 1ps
module mux2to1#(parameter DATA_WIDTH=32)(
    input [DATA_WIDTH-1:0] a,
    input [DATA_WIDTH-1:0] b,
    output reg [DATA_WIDTH-1:0] out,
    input sel1,
    input sel2);
    always@(*)
    begin
        if(sel1==1'b1)
            out = a;
        else if(sel2==1'b1)
            out = b;
        else
            out = {DATA_WIDTH{1'bx}};
    end
    endmodule
File: ./config.mk
export PLATFORM = sky130hd
export DESIGN_NAME = mux2to1
export DESIGN_NICKNAME = mux2to1
export VERILOG_FILES = /design/flow/design.v
export SDC_FILE = /design/flow/constraint.sdc
export NUM_CORES = 4
export LEC_CHECK = 1
export CORE_AREA = 10 10 70 70
export DIE_AREA = 0 0 80 80
File: ./run.sh
#!/bin/bash
# OpenROAD 26Q1-2900-gdf79404cd8, Yosys 0.63+post, stock flow scripts
make -C /OpenROAD-flow-scripts/flow DESIGN_CONFIG=/design/flow/config.mk WORK_HOME=/design/flow/orfs finish
File: ./constraint.sdc
current_design mux2to1

set clk_period 1.0
set clk_io_pct 0.2

create_clock -name clk0 -period $clk_period

set non_clock_inputs [all_inputs -no_clocks]
set_input_delay [expr $clk_period * $clk_io_pct] -clock clk0 $non_clock_inputs
set_output_delay [expr $clk_period * $clk_io_pct] -clock clk0 [all_outputs]
==> summary.txt <==
Status = complete, but fails checks
Failing checks = negative setup slack
Vias = 690
Cell area after synthesis = 544.3 µm²
Max Cap Viol = 0
Setup crit end kind = output pin
Finish-stage setup viols = 32
Final tally of hold violations = 0
N_diodes = 0
Initial antenna violation count = 0
Largest area contributor in the netlist = mux2_4
Tool warnings = 35
Avg WL per Cell = 14.86 µm
Core area = 3416 µm²
Gr ovfl total = 0
Yosys stat area = 544.3 µm²
Syn avg cell area = 15.12 µm²
Fp util = 15.93%
CP Class = input port to output pin
Min-Delay Path Class = input port to output pin
HPWL Detailed = 2398 µm
Cell count in the Yosys report = 36
Antenna-violating nets left = 0
Cells after Synth = 36
Top-count cell post-synth = mux2_4
Number of warnings issued by yosys = 1
Flop count = 0
Crit path required time = 800 ps
Placer's final routability congestion estimate = 0.7579
Max Freq = 852.5 MHz
CP startpoint = a[27]
Initial DRC Count = 3
Routed WL = 2720 µm
Hold path depth = 3
Worst slew pin tran = 111.5 ps
IR drop worst, VDD = 0.1609 mV
Worst path arrival time = 970 ps
Synth Seq Share = 0%
RSZ-0062 raised after global routing = true
Number of global-route vias before repair = 751
Die height = 80 µm
LEAKAGE = 0.8873 nW
TritonRoute pass-1 iters = 2
Slew HR = 92.57%
PD cells = 390.0 nW/µm²
Share of cells above drive strength 1 = 53.28%
Post-layout minimum cycle time = 1173 ps
Most frequent cells after synthesis = mux2_4, buf_12, mux2_2
Layout clock buffer count = 0
Port bufs = 97
Crit-path max FO = 1
Post-Layout Inst Area = 1587 µm²
Drt drc = 0
P&R area growth vs syn = 191.5%
DR vias/cell = 3.770
Die Wd = 80 µm
Top-area cell share = 82.76%
Hold-fix buffers, CTS = 0
Total chip power = 0.6188 mW
Crit path capture = out[27]
# IOs = 98
Pins over their slew limit = 0
Period Utilization, post-route = 117.3%
Total track usage = 7.643%
FF+latch area = 0 µm²
Element type at the critical path start = input port
Final worst setup slack = -173.1 ps
First-pass GRT wire length = 3995 µm
Placed Instance Area = 1524 µm²
DIE AREA = 6400 µm²
Number of core rows = 21
Ranking of synthesized cells by area = mux2_4, buf_12, mux2_2
Cell Type Count = 4
Largest net degree at the start of global routing = 11
-- cell type report --
| cell class | instances | area (µm²) |
|---|---|---|
| multi-input combinational | 32 | 480.5 |
| timing repair buffer | 105 | 1049 |
| fill | 345 | 1829 |
| tap | 46 | 57.56 |
-- power by group --
group | internal, mW | switching (mW) | leakage [nW]
Combinational | 0.487 | 0.132 | 0.887
Sequential | 0 | 0 | 0
Clock | 0 | 0 | 0
-- placed cells by master (no fill, tap or decap) --
cell,count
buf_8,3
buf_12,4
buf_16,1
clkdlybuf4s50_1,10
buf_6,21
dlymetal6s2s_1,7
buf_2,12
dlygate4sd2_1,47
mux2_4,32
-- worst max-delay path: stages --
cell and delay (ps):
clkdlybuf4s50_1 400, mux2_4 260, buf_6 110
-- per-layer routing --
layer	up-vias	track usage, %	share of wire (%)
met5	-	0	0
met2	51	13.64	50
met4	0	0	0
met1	300	8.767	37
met3	0	3.182	13
li1	339	-	-
-- kinds of logic after synthesis --
| family | synth area share, % |
|---|---|
| buffers and inverters | 13.10 |
| multiplexers | 86.90 |
-- through the flow --
stage	instances	hold WS [ps]	setup slack, ps	TNS [ps]	utilization, %
finish	183	691.7	-173.1	-3693	46.45
CTS	183	800.7	-174.0	-3970	44.62
floorplan	36	497.7	66.90	0	-
detailed placement	177	1355	-498.9	-15350	44.62
global route	183	712.7	-195.9	-4369	46.45
global placement	177	1353	-497.4	-15300	44.62
-- worst min path at each step --
stage,from,to
CTS,b[23],out[23]
global route,b[27],out[27]
finish,b[18],out[18]
-- what timing repair did --
item | CTS | global route
setup endpoints to repair | 32 | 32
gates resized | 170 | 15
cloned | 1 | 0
buffers inserted | 5 | 0
pin swaps | 0 | 0
Power figures rest on the tool's default switching activity, not on a simulated workload.
